$ cat /design/flow/design.v
module alu(
    input  logic [31:0] operand1,
    input  logic [31:0] operand2,
    input  logic [3:0]  alu_ctrl,
    output logic [31:0] result,
    output logic        zero
);
    localparam ALU_ADD = 4'b0000;
    localparam ALU_SUB = 4'b0001;
    localparam ALU_AND = 4'b0010;
    localparam ALU_OR  = 4'b0011;
    localparam ALU_SLT = 4'b0100;
    always_comb begin
        case (alu_ctrl)
            ALU_ADD: result = operand1 + operand2;
            ALU_SUB: result = operand1 - operand2;
            ALU_AND: result = operand1 & operand2;
            ALU_OR:  result = operand1 | operand2;
            ALU_SLT: result = ($signed(operand1) < $signed(operand2)) ? 32'h1 : 32'h0;
            default: result = 32'h0;
        endcase
    end
    assign zero = (result == 32'h0);
endmodule
module control_unit(
    input  logic [6:0] opcode,
    input  logic [2:0] funct3,
    input  logic [6:0] funct7,
    output logic       reg_write,
    output logic       alu_src,
    output logic       mem_to_reg,
    output logic       mem_read,
    output logic       mem_write,
    output logic       branch,
    output logic       jump,
    output logic [3:0] alu_ctrl
);
    localparam R_TYPE    = 7'b0110011;   
    localparam I_TYPE    = 7'b0010011;   
    localparam LOAD      = 7'b0000011;   
    localparam STORE     = 7'b0100011;   
    localparam BRANCH    = 7'b1100011;   
    localparam JAL       = 7'b1101111;   
    localparam JALR      = 7'b1100111;   
    localparam NOP       = 7'b0000000;   
    localparam ALU_ADD   = 4'b0000;
    localparam ALU_SUB   = 4'b0001;
    localparam ALU_AND   = 4'b0010;
    localparam ALU_OR    = 4'b0011;
    localparam ALU_SLT   = 4'b0100;
    always_comb begin
        reg_write  = 1'b0;
        alu_src    = 1'b0;
        mem_to_reg = 1'b0;
        mem_read   = 1'b0;
        mem_write  = 1'b0;
        branch     = 1'b0;
        jump       = 1'b0;
        alu_ctrl   = ALU_ADD;
        case (opcode)
            R_TYPE: begin   
                reg_write = 1'b1;
                alu_src   = 1'b0;
                case (funct3)
                    3'b000: alu_ctrl = (funct7 == 7'b0100000) ? ALU_SUB : ALU_ADD;   
                    3'b111: alu_ctrl = ALU_AND;   
                    3'b110: alu_ctrl = ALU_OR;    
                    3'b010: alu_ctrl = ALU_SLT;   
                    default: alu_ctrl = ALU_ADD;
                endcase
            end
            I_TYPE: begin   
                reg_write = 1'b1;
                alu_src   = 1'b1;
                case (funct3)
                    3'b000: alu_ctrl = ALU_ADD;   
                    3'b111: alu_ctrl = ALU_AND;   
                    3'b110: alu_ctrl = ALU_OR;    
                    3'b010: alu_ctrl = ALU_SLT;   
                    default: alu_ctrl = ALU_ADD;
                endcase
            end
            LOAD: begin   
                reg_write  = 1'b1;
                alu_src    = 1'b1;
                mem_to_reg = 1'b1;
                mem_read   = 1'b1;
                alu_ctrl   = ALU_ADD;
            end
            STORE: begin   
                alu_src   = 1'b1;
                mem_write = 1'b1;
                alu_ctrl  = ALU_ADD;
            end
            BRANCH: begin   
                branch   = 1'b1;
                alu_src  = 1'b0;
                case (funct3)
                    3'b000: alu_ctrl = ALU_SUB;   
                    3'b001: alu_ctrl = ALU_SUB;   
                    default: alu_ctrl = ALU_SUB;
                endcase
            end
            JAL: begin   
                reg_write = 1'b1;
                jump      = 1'b1;
            end
            JALR: begin   
                reg_write = 1'b1;
                alu_src   = 1'b1;
                jump      = 1'b1;
                alu_ctrl  = ALU_ADD;   
            end
            default: begin   
            end
        endcase
    end
endmodule
module immediate_gen(
    input  logic [31:0] instr,
    output logic [31:0] imm_ext
);
    logic [6:0] opcode;
    assign opcode = instr[6:0];
    always_comb begin
        case (opcode)
            7'b0010011,   
            7'b0000011:   
                imm_ext = {{20{instr[31]}}, instr[31:20]};   
            7'b0100011:   
                imm_ext = {{20{instr[31]}}, instr[31:25], instr[11:7]};   
            7'b1100011:   
                imm_ext = {{19{instr[31]}}, instr[31], instr[7], instr[30:25], instr[11:8], 1'b0};   
            7'b1101111:   
                imm_ext = {{11{instr[31]}}, instr[31], instr[19:12], instr[20], instr[30:21], 1'b0};   
            7'b1100111:   
                imm_ext = {{20{instr[31]}}, instr[31:20]};   
            default:
                imm_ext = 32'h0;   
        endcase
    end
endmodule
module register_file(
    input  logic        clk,
    input  logic        reset,   
    input  logic        write_enable,
    input  logic [4:0]  rs1,
    input  logic [4:0]  rs2,
    input  logic [4:0]  rd,
    input  logic [31:0] write_data,
    output logic [31:0] read_data1,
    output logic [31:0] read_data2
);
    logic [31:0] registers [31:0];
    always_ff @(posedge clk or posedge reset) begin
        if (reset) begin
            for (int i = 0; i < 32; i++) begin
                registers[i] <= 32'h0;
            end
        end else if (write_enable && (rd != 0)) begin
            registers[rd] <= write_data;
        end
    end
    assign read_data1 = (rs1 == 0) ? 32'h0 : registers[rs1];
    assign read_data2 = (rs2 == 0) ? 32'h0 : registers[rs2];
endmodule
module riscv_core(
    input  logic        clk,
    input  logic        reset,
    input  logic [31:0] instr,
    input  logic [31:0] mem_read_data,
    output logic [31:0] instr_addr,
    output logic [31:0] mem_addr,
    output logic [31:0] mem_write_data,
    output logic        mem_read_enable,
    output logic        mem_write_enable
);
    logic        reg_write, alu_src, mem_to_reg, branch, jump;
    logic [3:0]  alu_ctrl;
    logic [4:0]  rs1, rs2, rd;
    logic [31:0] reg_write_data, reg_read_data1, reg_read_data2;
    logic [31:0] alu_operand1, alu_operand2, alu_result;
    logic        zero_flag;
    logic branch_taken;
    logic is_bne;
    logic [31:0] imm_ext;
    logic [31:0] pc_next, pc_plus4, pc_target;
    assign rs1 = instr[19:15];
    assign rs2 = instr[24:20];
    assign rd = instr[11:7];
    assign pc_plus4 = instr_addr + 32'h4;
    assign pc_target = instr_addr + imm_ext;
    assign is_bne = (instr[6:0] == 7'b1100011) && (instr[14:12] == 3'b001);
    assign branch_taken = branch && ((is_bne && !zero_flag) || (!is_bne && zero_flag));
    always_comb begin
        if (jump)
            pc_next = pc_target;
        else if (branch_taken)
            pc_next = pc_target;
        else
            pc_next = pc_plus4;
    end
    always_ff @(posedge clk) begin
        if (reset)
            instr_addr <= 32'h0;
        else
            instr_addr <= pc_next;
    end
    control_unit ctrl_unit(
        .opcode(instr[6:0]),
        .funct3(instr[14:12]),
        .funct7(instr[31:25]),
        .reg_write(reg_write),
        .alu_src(alu_src),
        .mem_to_reg(mem_to_reg),
        .mem_read(mem_read_enable),
        .mem_write(mem_write_enable),
        .branch(branch),
        .jump(jump),
        .alu_ctrl(alu_ctrl)
    );
    logic [31:0] actual_write_data;
    always_comb begin
        if (jump)  
            actual_write_data = pc_plus4;
        else if (mem_to_reg)
            actual_write_data = mem_read_data;
        else
            actual_write_data = alu_result;
    end
    register_file reg_file(
        .clk(clk),
        .reset(reset),
        .write_enable(reg_write),
        .rs1(rs1),
        .rs2(rs2),
        .rd(rd),
        .write_data(actual_write_data),
        .read_data1(reg_read_data1),
        .read_data2(reg_read_data2)
    );
    immediate_gen imm_generator(
        .instr(instr),
        .imm_ext(imm_ext)
    );
    assign alu_operand1 = reg_read_data1;
    assign alu_operand2 = alu_src ? imm_ext : reg_read_data2;
    alu main_alu(
        .operand1(alu_operand1),
        .operand2(alu_operand2),
        .alu_ctrl(alu_ctrl),
        .result(alu_result),
        .zero(zero_flag)
    );
    assign mem_addr = alu_result;
    assign mem_write_data = reg_read_data2;
endmodule
$ cat /design/flow/run.sh
#!/bin/bash
# OpenROAD 26Q1-2900-gdf79404cd8, Yosys 0.63+post, stock flow scripts
make -C /OpenROAD-flow-scripts/flow DESIGN_CONFIG=/design/flow/config.mk WORK_HOME=/design/flow/orfs finish
$ cat /design/flow/config.mk
export PLATFORM = sky130hd
export DESIGN_NAME = riscv_core
export DESIGN_NICKNAME = riscv_core
export VERILOG_FILES = /design/flow/design.v
export SDC_FILE = /design/flow/constraint.sdc
export NUM_CORES = 4
export LEC_CHECK = 1
export CORE_UTILIZATION = 30
$ cat /design/flow/constraint.sdc
current_design riscv_core

set clk_period 30.9
set clk_io_pct 0.2

create_clock -name clk0 -period $clk_period [get_ports {clk}]

set non_clock_inputs [all_inputs -no_clocks]
set_input_delay [expr $clk_period * $clk_io_pct] -clock clk0 $non_clock_inputs
set_output_delay [expr $clk_period * $clk_io_pct] -clock clk0 [all_outputs]
==> flow_summary.ini <==
; physical design summary
[status]
status = finished clean

[hold_path]
worstHoldPathType = reg2reg
min_to = reg_file.registers[1][12]$_DFFE_PP0P_
min-delay-start = reg_file.registers[1][12]$_DFFE_PP0P_
hold_depth = 2

[clocking]
cts_resized = 0
cts.sinks = 1024
holdBufCountCts = 0
cts-buffers-inserted = 111
htree_levels = 3
clk-insertion-delay-late_ns = 0.81
post_cts_buffers = 0
cts_tree = yes
path_clk_slew_ns = 0.06
cts_buffer_depth = 3
root_buffer = clkbuf_16

[placement]
gp_congestion = 1.043
placed_area_mm2 = 0.06093
dp_hpwl_mm = 196.5
placed_cells = 8782
place_ws_ns = 10.54
port_buffers = 163

[yosys]
ys_ff = 1024
ys_cells = 6493
top_area_cell = dfrtp_1
syn_inst = 6493
yosysTopAreaCellShare = 0.4443
yosys_warnings = 6
ys.flop_type = dfrtp_1
synth-edff-count = 0
ys_types = 86
synthArstFlopShare = 0.9688
synthTopCellsByArea = dfrtp_1 44%, o21ai_0 10%, nand2_1 7.7%
syn_area_mm2 = 0.05587
ys_chip_area_mm2 = 0.05587
ys_seq_frac = 0.4558
synth_area_per_cell_um2 = 8.605

[detailed_routing]
wl_per_cell_um = 34.61
ant_nets = 0
dr.pass1.iters = 11
drtIter0Drc = 7527
vias = 57520
drc_errors = 0
drt_wl_total_mm = 311.6
viasPerCell = 6.391

[critical_path]
reg2reg_depth = 23
critPathLaunchType = input port
path_buffers = 6
reg2reg_to = instr_addr[10]$_SDFF_PP0_
cp_top_family = AND-OR/OR-AND gates
crit_top_cell = buf_4
r2r_start = reg_file.registers[24][2]$_DFFE_PP0P_
path_cells = clkdlybuf4s50_1, or3b_2, nor2_4, buf_4, a22o_1, a221oi_1, nand4_1, nor3_1, buf_4, o21ai_0, o21ai_0, ha_1, nor2b_1, o31ai_1, a211oi_1, buf_4, o211ai_1, a31oi_1, a221o_1, a21oi_1, xnor2_1, a21oi_2, inv_1, clkdlybuf4s50_1
worst-path-stages = 24
worstSetupPathType = in2out
cp-end-kind = primary output
max_stage_delay_ns = 0.86
critPathMaxFanout = 22
rrSetupSlack_ns = 22.16
critPathRequiredTime_ns = 24.72
arrival_ns = 14.69
cp_slowest_cell = o21ai_0

[grt]
grt_most_used_layer = met2
grt_pass1_vias = 54120
grtUsageMet3 = 0.2097
use_met1 = 0.4081
grt.total_usage = 0.3372
grt_max_degree = 126
grt_pass1_wl_mm = 430.4
use_met2 = 0.4613
grt.overflow.total = 0
antenna_found_initial = 17

[floorplan]
io_pins = 164
die_h_um = 433.6
die-area_mm2 = 0.1880
core_mm2 = 0.1852
rows = 158
fp-utilization = 0.3016
dieWidth_um = 433.6

[final_layout]
drive_above_1_share = 0.08898
comb_area_mm2 = 0.02846
area_growth_pct = 16.24
finish.utilization = 0.3506
fin_cells = 9001
stdcell_area_mm2 = 0.06494
fillers = 18570
seq_area_mm2 = 0.02546

[timing]
finalCriticalPeriod_ns = 20.87
finClkSkew_ns = 0.1039
finalSetupTns_ns = 0
fmax_mhz = 47.91
hold_violations = 0
fin_hold_ws_ns = 0.4981
slew_headroom = 0.2464
grt_setup_unrepaired = false
fin_crit_sh = 0.6755
maxSlewViolCount = 0
setup_violations = 0
setup_ws_ns = 10.03
worst_pin_slew_ns = 1.119

[power]
power_mw = 3.090
peakVddDrop_uv = 56.79
p_per_area_mw_per_mm2 = 47.58
p_leak_nw = 26.99

[job]
warnings = 105
cap_violations = 0
[metal layers]
metal / part of all wire / wire [um] / vias up
met4: 0.074 / 22990 / 52
met3: 0.16 / 51070 / 1516
li1: - / - / 23660
met5: 0.0033 / 1022 / -
met1: 0.36 / 111500 / 27620
met2: 0.40 / 125000 / 4676
[cells by family after synthesis]
| group | Yosys count | synth area share |
|---|---|---|
| AND-OR/OR-AND | 2534 | 0.2951 |
| XOR/XNOR | 70 | 0.01097 |
| adder cells (fa/ha/maj) | 136 | 0.03086 |
| buffers and inverters | 720 | 0.04920 |
| flip-flops | 1024 | 0.4558 |
| multiplexers | 29 | 0.005375 |
| AND/OR/NAND/NOR | 1980 | 0.1527 |
[Yosys cell counts (all sizes together) (10+ instances only)]
| cell | count |
|---|---|
| or3 | 13 |
| ha | 133 |
| nand2b | 25 |
| clkbuf | 532 |
| a21oi | 187 |
| a21o | 54 |
| o31ai | 42 |
| dfrtp | 992 |
| a221oi | 191 |
| inv | 132 |
| xnor2 | 40 |
| mux2i | 21 |
| nand2 | 1146 |
| a211oi | 23 |
| nor2 | 319 |
| nor4 | 16 |
| or2 | 14 |
| buf | 55 |
| xor2 | 30 |
| a31oi | 10 |
| o21ai | 1160 |
| dfxtp | 32 |
| nor2b | 27 |
| nor3 | 56 |
| a2111oi | 10 |
| a22o | 203 |
| o211ai | 23 |
| a22oi | 453 |
| nand3 | 175 |
| a222oi | 64 |
| nand4 | 139 |
| a221o | 13 |
| o21bai | 11 |
| and3 | 10 |
| o21a | 20 |
[worst register-to-register path, cell delays in order (launching register included)]
cell	delay (ns)
dfrtp_1	0.42
a22o_1	0.17
a221oi_1	0.05
nand4_1	0.14
nor3_1	0.06
buf_4	0.13
o21ai_0	0.86
o21ai_0	0.49
ha_1	0.55
nor2b_1	0.20
o31ai_1	0.48
a211oi_1	0.16
buf_4	0.20
o211ai_1	0.24
o21a_1	0.16
o211ai_1	0.31
or4_1	0.69
nor4_1	0.42
and4b_1	0.27
and4_4	0.28
a31o_2	0.66
and3_1	0.85
buf_4	0.38
mux2_2	0.36
[layout make-up]
cell class / instances / share of cell area
Clock buffer: 158 / 0.05044
Tap cell: 2480 / 0.04778
Inverter: 133 / 0.007937
Multi-Input combinational cell: 4749 / 0.4382
Antenna cell: 14 / 0.0005394
Clock inverter: 47 / 0.01087
Timing Repair Buffer: 396 / 0.05217
Sequential cell: 1024 / 0.3921
[state kept, by name, summed over array words and instances, names as in the netlist]
name and count:
reg_file.registers 992, instr_addr 32
[where the power goes]
group	internal, mW	switching [mW]
registers	1.36	0.0209
logic	0.0644	0.197
clock network	0.842	0.607
total	2.26	0.826
[layout by cell type (no fill, tap or decap), drive strengths merged, types with 20 or more instances in the layout]
master,netlist,final
xnor2,40,40
o211ai,23,23
nand2b,25,25
dfxtp,32,32
clkinv,1,26
clkbuf,532,158
a21o,54,54
ha,133,133
a22o,203,203
buf,55,234
inv,132,136
nand2,1146,1146
nor2,319,319
xor2,30,30
clkdlybuf4s50,0,162
nand3,175,175
a21oi,187,187
a222oi,64,64
o31ai,42,42
dfrtp,992,992
a211oi,23,23
mux2i,21,21
a221oi,191,191
a22oi,453,453
o21ai,1160,1160
nor2b,27,27
nor3,56,56
nand4,139,139
o21a,20,20
[worst max path at each step]
stage	from	end	slack, ns
final	instr[20]	mem_addr[30]	10.03
after global routing	instr[20]	mem_addr[30]	9.96
after CTS	instr[20]	mem_addr[30]	10.50
No activity file was given, so power comes from the tool's default toggle rates.
