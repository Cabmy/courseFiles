$ cat flow/run.sh
#!/bin/bash
# OpenROAD 26Q1-2900-gdf79404cd8, Yosys 0.63+post, stock flow scripts
make -C /OpenROAD-flow-scripts/flow DESIGN_CONFIG=/design/flow/config.mk WORK_HOME=/design/flow/orfs finish
$ cat flow/config.mk
export PLATFORM = sky130hd
export DESIGN_NAME = data_memory
export DESIGN_NICKNAME = data_memory
export VERILOG_FILES = /design/flow/design.v
export SDC_FILE = /design/flow/constraint.sdc
export NUM_CORES = 4
export LEC_CHECK = 1
export CORE_UTILIZATION = 30
export SYNTH_MEMORY_MAX_BITS = 65536
$ cat flow/constraint.sdc
current_design data_memory

set clk_period 41.9
set clk_io_pct 0.2

create_clock -name clk0 -period $clk_period [get_ports {clk}]

set non_clock_inputs [all_inputs -no_clocks]
set_input_delay [expr $clk_period * $clk_io_pct] -clock clk0 $non_clock_inputs
set_output_delay [expr $clk_period * $clk_io_pct] -clock clk0 [all_outputs]
$ cat flow/design.v
module data_memory(
    input  logic        clk,
    input  logic [31:0] addr,
    input  logic        write_enable,
    input  logic        read_enable,
    input  logic [31:0] write_data,
    output logic [31:0] read_data
);
    logic [31:0] mem [255:0];   
    assign read_data = read_enable ? mem[addr[9:2]] : 32'h0;
    always_ff @(posedge clk) begin
        if (write_enable)
            mem[addr[9:2]] <= write_data;
    end
endmodule
==> summary.txt <==
Update from the flow run.

The synthesis run shows the most used standard cells to be sky130_fd_sc_hd__edfxtp_1 (8192), sky130_fd_sc_hd__mux2i_1 (1418), sky130_fd_sc_hd__mux4_2 (1154), sky130_fd_sc_hd__nor2_1 (480), sky130_fd_sc_hd__o22ai_1 (416). Per the post-route antenna check, the number of violating nets is 0. The synth_stat.txt file lists the number of cells as 15303. Looking at the critical path, the highest net fanout was 87. The final clock period utilization by the worst path is 59.0%.

The area of placed instances is 337000 um2. Setup repair after global routing left no endpoint under its margin. The max-slew violation count is 0.

The post-synthesis average cell area is 20.5 um2. The kind of critical path is primary input to primary output. The number of endpoints with negative hold slack in the final report is 0. The placement report lists the number of port buffers as 74. The CTS root buffer is sky130_fd_sc_hd__clkbuf_16. Looking at the clock tree report, the H-tree level count equals 6. The total congestion overflow is 0.

Max-cap violations in this run came to 0. The maximum ir drop on the vdd rail is 43.7 uV. Row generation in the floorplan step produced 375 rows. The cell taking the most area after synthesis is sky130_fd_sc_hd__edfxtp_1. The first global-routing pass estimated 1240 mm of wire. The power density relative to cell area is 46.0 nW/um2. The via count of the first global-routing pass is 168299. The endpoint type of the worst setup path is a primary output. The critical path arrival is 16.36 ns.

After detailed routing, the total wire length is 884 mm. The post-cts hold buffer count is 0. The critical path endpoint has a required time of 33.52 ns. TritonCTS built the clock tree.

The warning tally printed by Yosys for this design is 1. For this run the detailed placement stage logged an HPWL of 512 mm. The via density per instance is 5.08. After its last routability iteration, the placer logged a weighted congestion of 0.889. The starting utilization of the core area is 30.1%. The register bit total from synthesis is 8192. The summed instance area of the synthesized netlist is 314000 um2.

Yosys reports that the leading cell type by area covers 78.3% of the netlist area. The count of final setup violators is 0. STA classifies the critical path startpoint as a primary input. CTS reports a maximum clock tree buffer depth of 4. The core region is 1040000 um2. In this run, distinct cell masters in the synthesized netlist total 56. The signed area change from the synthesized netlist to the final layout is 15.2%. The setup TNS is 0 ns.

The routed design shows a wire length per standard cell of 28.7 um. The clock net in this run drives a total of 8192 sinks. The type of the worst min-delay path is primary input to register.

The sequential fraction of the synthesis area is 78.3%. The floorplan report gives the top-level pin count as 99. The maximum number of pins on one net before global-route repair is 111.

The tool warning count for the run is 61. The number of antenna violations at the first check in global routing is 52. The pin closest to its max-slew limit shows a slew of 1.18 ns.

The max-slew headroom at the worst pin is 21.0%. The number of buffers inserted by post-CTS setup repair is 0. The first TritonRoute pass finished after 6 iterations. The number of synthesized flops with an enable pin is 8192.

Once layout is done, the placed cells without fillers occupy 362000 um2. For the finished layout, the period the worst path requires is 24.74 ns. The Yosys chip area is 314000 um2. The die outline width is 1.03 mm. The DRC marker count from the first detailed-route iteration is 10556. Post-CTS repair changed the size of 0 cells. The run finished with clean final reports. The area enclosed by the die boundary is 1050000 um2. The achievable clock frequency is 40.4 MHz. The post-synthesis cell type with the largest instance count is sky130_fd_sc_hd__edfxtp_1. The layout summary lists the proportion of cells stronger than drive strength 1 as 22.7%. The die is 1.03 mm tall. By area the synthesized netlist is led by sky130_fd_sc_hd__edfxtp_1 (78%), sky130_fd_sc_hd__mux4_2 (8.3%), sky130_fd_sc_hd__mux2i_1 (4.5%), sky130_fd_sc_hd__mux2_2 (1.2%), sky130_fd_sc_hd__o22ai_1 (0.83%). The script extracted a total leakage power of 113 nW. The main flop type is sky130_fd_sc_hd__edfxtp_1.

After clock tree synthesis, the clock-pin slew on the worst setup and hold paths is 0.06 ns. The total DRC errors in the routed layout is 0.

The number of buffers created by CTS is 806. Per the post-synthesis report, the number of cells in the design is 15303. The fraction of registers with async set or reset after synthesis is 0%. Total global-route track usage over all layers is 17.8%.

The total number of vias is 156475. The register with the most flip-flops in the layout has 8192 of them.
[power by group]
part           total (mW)  switching (mW)  internal, mW
registers            9.04         0.00346          9.03
logic               0.823           0.574         0.250
clock network        6.79            3.03          3.77
total                16.7            3.61          13.0
[final timing paths]
check	startpoint	to	slack, ns	cells after the start
hold / removal	write_data[6]	mem[150][6]	7.60	1
setup / recovery	addr[3]	read_data[26]	17.16	16
[worst max-delay path, stage by stage]
cell and delay [ns]:
sky130_fd_sc_hd__buf_16 0.32, sky130_fd_sc_hd__buf_4 0.63, sky130_fd_sc_hd__buf_4 0.69, sky130_fd_sc_hd__buf_4 0.72, sky130_fd_sc_hd__buf_4 0.45, sky130_fd_sc_hd__buf_4 0.58, sky130_fd_sc_hd__buf_4 0.68, sky130_fd_sc_hd__buf_4 0.69
sky130_fd_sc_hd__mux2i_1 0.26, sky130_fd_sc_hd__o22ai_1 0.10, sky130_fd_sc_hd__a2111oi_0 0.84, sky130_fd_sc_hd__nand3_1 0.45, sky130_fd_sc_hd__a21oi_1 0.40, sky130_fd_sc_hd__a2111oi_2 0.09, sky130_fd_sc_hd__buf_4 0.26, sky130_fd_sc_hd__clkdlybuf4s50_1 0.42
[metal layers]
| layer | vias up | global-route usage [%] | wire length [um] |
|---|---|---|---|
| met3 | 1662 | 17.4 | 190000 |
| met1 | 78311 | 18.2 | 269000 |
| met4 | 66 | 5.61 | 34700 |
| met2 | 10630 | 25.1 | 388000 |
| met5 | - | 3.01 | 3600 |
| li1 | 65806 | - | - |
[per-stage QoR]
stage                     util, %  instances  total power, mW  setup WS, ns  hold slack (ns)
final                        34.7      30825             16.7         17.16             7.60
after CTS                    34.7      30748             16.7         17.14             7.52
after floorplan                 -      15303             9.59         23.02             8.48
after global routing         34.7      30796             17.1         16.62             7.56
after detailed placement     32.3      29299             10.0         17.15             8.75
after global placement       32.3      29299             10.0         17.12             8.75
[logic make-up (layout without fill, tap and decap cells)]
logic type,after synthesis,after routing,synth area share (%)
multiplexers,2920,2920,14.0
AND-OR/OR-AND,1877,1877,3.93
buffers and inverters,927,2423,1.51
other,0,77,0
AND/OR/NAND/NOR,1387,1387,2.22
flip-flops,8192,8192,78.3
[area by class of cell]
class | count | area [um2]
Fill cell | 94854 | 681000
Sequential cell | 8192 | 246000
Multi-Input combinational cell | 6184 | 65900
Clock buffer | 1028 | 21300
Tap cell | 13949 | 17500
Timing Repair Buffer | 971 | 7870
Clock inverter | 421 | 3260
Antenna cell | 77 | 193
Inverter | 3 | 18.8
[layout by cell type (no fill, tap or decap), types with 77 or more instances in the layout]
master and instances:
sky130_fd_sc_hd__clkinv_2 108, sky130_fd_sc_hd__a21oi_1 383, sky130_fd_sc_hd__clkinv_1 222, sky130_fd_sc_hd__clkbuf_16 818, sky130_fd_sc_hd__diode_2 77, sky130_fd_sc_hd__mux4_2 1154, sky130_fd_sc_hd__nor4_1 82, sky130_fd_sc_hd__edfxtp_1 8192
sky130_fd_sc_hd__nor2_1 226, sky130_fd_sc_hd__buf_4 881, sky130_fd_sc_hd__nor2b_1 188, sky130_fd_sc_hd__mux2_2 348, sky130_fd_sc_hd__a211oi_1 181, sky130_fd_sc_hd__o22ai_1 416, sky130_fd_sc_hd__clkbuf_1 210, sky130_fd_sc_hd__nand3_1 166
sky130_fd_sc_hd__o21ai_0 349, sky130_fd_sc_hd__a221oi_1 124, sky130_fd_sc_hd__nor2_4 254, sky130_fd_sc_hd__nand2_1 155, sky130_fd_sc_hd__nand4_1 135, sky130_fd_sc_hd__mux2i_1 1418, sky130_fd_sc_hd__a2111oi_0 153
No activity file was given, so power comes from the tool's default toggle rates.
