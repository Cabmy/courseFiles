===== ./config.mk =====
export PLATFORM = sky130hd
export DESIGN_NAME = clock_divider
export DESIGN_NICKNAME = clock_divider
export VERILOG_FILES = /design/flow/design.v
export SDC_FILE = /design/flow/constraint.sdc
export NUM_CORES = 4
export LEC_CHECK = 1
export CORE_AREA = 10 10 94 94
export DIE_AREA = 0 0 104 104

===== ./constraint.sdc =====
current_design clock_divider

set clk_period 3.4
set clk_io_pct 0.2

create_clock -name clk0 -period $clk_period [get_ports {clk_in}]

set non_clock_inputs [all_inputs -no_clocks]
set_input_delay [expr $clk_period * $clk_io_pct] -clock clk0 $non_clock_inputs
set_output_delay [expr $clk_period * $clk_io_pct] -clock clk0 [all_outputs]

===== ./design.v =====
module clock_divider(
    input logic clk_in,
    input logic reset,
    output logic clk_out
);
    logic [24:0] counter;   
    always_ff @(posedge clk_in or posedge reset) begin
        if (reset) begin
            counter <= 0;
            clk_out <= 0;
        end else begin
            if (counter == 25'd1000000) begin   
                clk_out <= ~clk_out;
                counter <= 0;
            end else begin
                counter <= counter + 1;
            end
        end
    end
endmodule

===== ./run.sh =====
#!/bin/bash
# OpenROAD 26Q1-2900-gdf79404cd8, Yosys 0.63+post, stock flow scripts
make -C /OpenROAD-flow-scripts/flow DESIGN_CONFIG=/design/flow/config.mk WORK_HOME=/design/flow/orfs finish

==> out/summary.rpt <==
=================================================================================================================
Sequential share of the synthesized area ...........................................................        50.5%
Largest family of logic cells by area .............................................................. simple AND/OR/NAND/NOR gates
CP Data Arrival Time ...............................................................................      2.07 ns
Area taken by flip-flops and latches ...............................................................     651 um^2
Area fraction in compound gates after synthesis ....................................................        2.72%
Antenna viol nets, final ...........................................................................            0
Number of levels in the clock H-tree ...............................................................            1
Post-route setup TNS ...............................................................................         0 ns
Worst-case vdd ir drop .............................................................................     0.157 mV
Reported leakage power .............................................................................     0.652 nW
Sum of routed wire length over all layers ..........................................................      2.24 mm
Power Total ........................................................................................     0.572 mW
Fraction of final layout cells sized beyond drive strength 1 .......................................        8.06%
Worst-case register-to-register setup slack ........................................................      1.46 ns
Result of the run .................................................................................. finished, final reports clean
GRT met2 Usage .....................................................................................        6.53%
Crit path required time ............................................................................      3.53 ns
Final setup skew ...................................................................................   0.00261 ns
Critical path endpoint category ....................................................................     register
Iteration tally of the first detailed-router pass ..................................................            4
Latest clock arrival within the worst-skew pair ....................................................      0.27 ns
Yosys stat area .................................................................................... 0.00129 mm^2
Area of the die ....................................................................................  0.0108 mm^2
Count of input and output buffers ..................................................................            2
Worst setup slack before clock tree synthesis ......................................................      1.49 ns
GP Congestion ......................................................................................        0.830
Final setup violating endpoints ....................................................................            0
Number of CTS-inserted buffers .....................................................................            3
Fill cell count ....................................................................................          744
Total number of vias ...............................................................................          877
Tally of max-capacitance violations ................................................................            0
Synth mux share ....................................................................................           0%
Total antenna diodes in the routed design ..........................................................            0
Registers, synthesis ...............................................................................           26
Distinct lib cells .................................................................................           27
DRC errors left ....................................................................................            0
Die extent in x ....................................................................................       104 um
Post-route minimum period ..........................................................................      1.94 ns
Worst Tran Pin Value ...............................................................................     0.532 ns
Clock transition time at the flip-flop clock pins of the worst setup and hold paths ................      0.09 ns
Final standard cell area without fillers ........................................................... 0.00150 mm^2
Number of buffers inserted by post-CTS setup repair ................................................            0
Pin count of the biggest net entering global routing ...............................................           27
Iteration-0 DRC count of the detailed router .......................................................           84
Yosys stat cell total ..............................................................................          118
Fraction of met1 tracks used by global routing .....................................................        5.84%
Share of the core filled with cells in the final layout ............................................        22.0%
Log Warnings .......................................................................................           26
Antenna violations before repair ...................................................................            0
Number of cells upsized or downsized after cts .....................................................            0
CP startpoint kind .................................................................................     register
Hold violation count in the final report ...........................................................            0
Number of warnings printed during yosys synthesis ..................................................            1
Cycle use final ....................................................................................        57.0%
Setup Crit Path Kind ...............................................................................   reg -> reg
Root buffer selected by CTS ........................................................................     clkbuf_8
Launch point of the critical path ..................................................................   counter[0]
Maximum fanout encountered on the critical timing path .............................................            9
Post-Place Cell Area ............................................................................... 0.00143 mm^2
Cell area power density ............................................................................  381 mW/mm^2
Vertical die dimension .............................................................................       104 um
Total global routing overflow ......................................................................            0
Core Density at Floorplan ..........................................................................        18.9%
Growth of design area from synthesis to finish .....................................................        16.6%
Worst hold slack ...................................................................................     0.473 ns
Routing usage on met3 ..............................................................................        1.00%
Worst Min Path Start ...............................................................................      clk_out
Hold Crit Class ....................................................................................   reg -> reg
Clock Sink Count ...................................................................................           26
GR Util All Layers .................................................................................        4.16%
Simple-gate area share of the yosys netlist ........................................................        28.7%
Maximum clock insertion buffer count ...............................................................            2
Netlist area before placement ...................................................................... 0.00129 mm^2
Grt peak-use layer .................................................................................         met2
Gate count after technology mapping ................................................................          118
Setup repair after global routing missed its margin ................................................           no
Number of I/O pins .................................................................................            3
Count of placed standard cells in the final layout, fillers left out ...............................          220
Average detailed-routed wire length per instance ...................................................      10.2 um
Worst relative slew slack ..........................................................................        64.3%
Number of placement rows ...........................................................................           30
Core Area .......................................................................................... 0.00683 mm^2
Setup WS post-layout ...............................................................................      1.46 ns
Clock tree from TritonCTS ..........................................................................         done
Final number of max-transition violations ..........................................................            0
Via-to-Cell Ratio ..................................................................................         3.99
DPL Wire Length ....................................................................................      1.54 mm
Placed Instances ...................................................................................          216
R2r startpoint .....................................................................................   counter[0]
Mean cell area of the mapped netlist ...............................................................    10.9 um^2
Max Fclk ...........................................................................................      516 MHz
CTS Hold Bufs ......................................................................................            0
XORs/XNORs by Area .................................................................................        14.3%
Area of the multi-input gates ......................................................................     614 um^2
Arithmetic-cell share of the synthesized area counting full adders, half adders and majority gates .        1.94%
Vias in the first global route .....................................................................          844
First-pass GRT wire length .........................................................................      3.93 mm
=================================================================================================================
## area by class of cell
| class | count | share of cell area, % |
|---|---|---|
| repair buffers | 3 | 1.83 |
| inverters | 5 | 1.25 |
| clock inverters | 1 | 2.00 |
| well taps | 96 | 7.99 |
| multi-input cells | 86 | 40.9 |
| clock buffers | 3 | 2.75 |
| flip-flops and latches | 26 | 43.3 |
## cells in the mapped netlist
cell	count	area share, %
a2111oi_1	1	0.78
a21oi_1	3	1.2
and2_1	1	0.49
and3_1	3	1.5
and4_1	4	2.7
buf_2	1	0.39
dfrtp_1	26	50
ha_1	2	1.9
inv_1	5	1.5
nand2_1	8	2.3
nand3_1	9	3.5
nand4_1	5	2.4
nand4_2	1	0.97
nand4b_1	2	1.4
nor2_1	10	2.9
nor2b_1	1	0.49
nor3_1	1	0.39
nor4_1	4	1.9
nor4_2	1	0.97
nor4_4	2	3.3
nor4b_1	2	1.4
o21ai_0	2	0.78
or3_1	1	0.49
or4_1	1	0.58
or4b_4	1	1.1
xnor2_1	14	9.5
xor2_1	7	4.8
## critical path, cell delays in order, from the launching register on
cell and delay [ns]:
dfrtp_1 0.45, inv_1 0.08, ha_1 0.13, nor4b_1 0.26
nand3_1 0.19, nor4_4 0.55, xor2_1 0.13
## final timing paths
path | end | cells past startpoint
setup reg to reg | clk_out | 6
setup / recovery | clk_out | 6
min in group asynchronous | clk_out | 3
hold / removal | clk_out | 1
hold reg to reg | clk_out | 1
max in group asynchronous | counter[14] | 3
## state kept, by name (all words and copies together) (netlist names)
signal and count:
clk_out 1, counter 25
## cell usage in the layout (no fill, tap or decap), drive strengths merged
cell type	synthesis	routed
and3	3	3
nor4b	2	2
and2	1	1
nand2	8	8
nor2b	1	1
or4b	1	1
xnor2	14	14
nand4	6	6
ha	2	2
nor2	10	10
nand4b	2	2
or3	1	1
and4	4	4
dfrtp	26	26
nor4	7	7
or4	1	1
o21ai	2	2
a21oi	3	3
clkbuf	0	3
buf	1	1
nand3	9	9
xor2	7	7
nor3	1	1
clkdlybuf4s50	0	2
inv	5	5
bufinv	0	1
a2111oi	1	1
## per-layer routing
layer / vias to the layer above / wire, um / share of wire [%]
met5: - / 0 / 0
met4: 0 / 31 / 1.4
met3: 2 / 64 / 2.9
met2: 8 / 991 / 44
met1: 434 / 1150 / 51
li1: 433 / - / -
## cell families (layout without fill, tap and decap cells)
group | Yosys count | count (layout)
AND-OR/OR-AND | 6 | 6
XOR/XNOR | 21 | 21
adder cells (fa/ha/maj) | 2 | 2
buffers and inverters | 6 | 12
flip-flops | 26 | 26
AND/OR/NAND/NOR | 57 | 57
## where the power goes
| part | switching [mW] | internal, mW |
|---|---|---|
| Clock | 0.0977 | 0.157 |
| Sequential | 0 | 0.309 |
| Combinational | 0.00607 | 0.00184 |
| Total | 0.104 | 0.468 |
Power is estimated from default activity; no workload was simulated.
